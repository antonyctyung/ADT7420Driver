$ cat design/flow/run.sh
#!/bin/bash
# OpenROAD 26Q1-2900-gdf79404cd8, Yosys 0.63+post, stock flow scripts
make -C /OpenROAD-flow-scripts/flow DESIGN_CONFIG=/design/flow/config.mk WORK_HOME=/design/flow/orfs finish
$ cat design/flow/config.mk
export PLATFORM = sky130hd
export DESIGN_NAME = ADT7420_reader
export DESIGN_NICKNAME = ADT7420_reader
export VERILOG_FILES = /design/flow/design.v
export SDC_FILE = /design/flow/constraint.sdc
export NUM_CORES = 4
export LEC_CHECK = 1
export CORE_AREA = 10 10 101 101
export DIE_AREA = 0 0 111 111
$ cat design/flow/constraint.sdc
current_design ADT7420_reader

set clk_period 1.5
set clk_io_pct 0.2

create_clock -name clk0 -period $clk_period [get_ports {CLK100MHZ}]

set non_clock_inputs [all_inputs -no_clocks]
set_input_delay [expr $clk_period * $clk_io_pct] -clock clk0 $non_clock_inputs
set_output_delay [expr $clk_period * $clk_io_pct] -clock clk0 [all_outputs]
$ cat design/flow/design.v
`timescale 1ns / 1ps
module ADT7420_reader(
        input CLK100MHZ,
        output reg [15:0] temp_Celsius,
        output error,
        output TMP_SCL,
        inout TMP_SDA,
        output [5:0] i2c_state,
        output reg [2:0] state_reg
    );
    reg [5:0] counter1mhz = 0;
    assign clk1mhz = counter1mhz[5];
    always @(posedge CLK100MHZ) counter1mhz = (counter1mhz>49)? 0: counter1mhz + 1;                  
    reg             run = 0;                                                                         
    reg             start_cond;                                                                      
    reg             stop_cond;                                                                       
    reg             read_nWrite;                                                                     
    reg             ack_nack_write;                                                                  
    reg     [7:0]   wbyte;                                                                           
    reg     [15:0]  temp_Celsius_buf = 0;                                                            
    wire    [7:0]   rbyte;                                                                           
    reg             done_nRunning_minus = 0;                                                         
    I2C iic(clk1mhz,run,start_cond,stop_cond,read_nWrite,ack_nack_write,wbyte,
            rbyte,done_nRunning,error,TMP_SCL,TMP_SDA,i2c_state);
    localparam [2:0]
        write_address_1 = 3'b000,
        write_register  = 3'b001,
        write_address_2 = 3'b010,
         read_temp_MSB  = 3'b011,
         read_temp_LSB  = 3'b100,
         wait_and_run   = 3'b101
    ;
    initial state_reg   = write_address_1;
    reg [2:0]   state_next  = write_address_1;
    always @(posedge CLK100MHZ) state_reg <= state_next;
    always @*
    begin
        state_next = state_reg;
        case (state_reg)
            write_address_1:
                begin
                    temp_Celsius_buf = {temp_Celsius_buf[7:0], rbyte};                               
                    start_cond = 1;                                                                  
                    stop_cond = 0;
                    read_nWrite = 0;
                    ack_nack_write = 0;
                    wbyte = 'h4b<<1;
                    done_nRunning_minus = 0;                                                         
                    run = 0;                                                                         
                    state_next = wait_and_run;                                                       
                end
            write_register:
                begin
                    temp_Celsius = {temp_Celsius_buf[7:0], rbyte};                                   
                    start_cond = 0;
                    stop_cond = 0;
                    read_nWrite = 0;
                    ack_nack_write = 0;
                    wbyte = 'h00;
                    done_nRunning_minus = 0;                                                         
                    run = 0;                                                                         
                    state_next = wait_and_run;
                end             
            write_address_2:
                begin
                    start_cond = 1;
                    stop_cond = 0;
                    read_nWrite = 0;
                    ack_nack_write = 0;
                    wbyte = ('h4b<<1) + 'h01;
                    done_nRunning_minus = 0;                                                         
                    run = 0;                                                                         
                    state_next = wait_and_run;
                end             
            read_temp_MSB:
                begin
                    start_cond = 0;
                    stop_cond = 0;
                    read_nWrite = 1;
                    ack_nack_write = 1;                                                              
                    done_nRunning_minus = 0;                                                         
                    run = 0;                                                                         
                    state_next = wait_and_run;
                end 
            read_temp_LSB:
                begin
                    start_cond = 0;
                    stop_cond = 1;
                    read_nWrite = 1;
                    ack_nack_write = 0;                                                              
                    done_nRunning_minus = 0;                                                         
                    run = 0;                                                                         
                    state_next = wait_and_run;
                end 
            wait_and_run:
                begin
                    state_next = state_reg;                                                          
                    if (done_nRunning && !done_nRunning_minus)                                       
                    begin
                        done_nRunning_minus = done_nRunning;                                         
                        run = 1;                                                                     
                    end
                    if (!done_nRunning && done_nRunning_minus)                                       
                    begin
                        done_nRunning_minus = done_nRunning;                                         
                        run = 0;                                                                     
                        if (stop_cond) state_next = write_address_1;                                 
                        else if (read_nWrite) state_next = read_temp_LSB;                            
                        else if (!start_cond) state_next = write_address_2;                          
                        else if (wbyte[0]) state_next = read_temp_MSB;                               
                        else state_next = write_register;                                            
                    end
                end                 
            default: state_next = write_address_1;
        endcase
    end
endmodule
`timescale 1ns / 1ps
module I2C(
     input              clk,                                                                         
     input              run,                                                                         
     input              start_cond,                                                                  
     input              stop_cond,                                                                   
     input              read_nWrite,                                                                 
     input              ack_nack_write,                                                              
     input      [7:0]   wbyte,                                                                       
    output  reg [7:0]   rbyte,                                                                       
    output              done_nRunning,                                                               
    output  reg         error,                                                                       
    output  reg         SCL_hw,                                                                      
     inout              SDA_hw,                                                                      
    output  reg [5:0]   state_reg
    );
    reg     start_cond_buf = 0;
    reg      stop_cond_buf = 0;
    reg    read_nWrite_buf = 0;
    reg ack_nack_write_buf = 0;
    reg [7:0]    wbyte_buf = 0;
    reg [7:0]    rbyte_buf = 0;
    initial
    begin
        rbyte  = 0;
        error  = 0;
        SCL_hw = 0;
    end
    reg    SDA    = 1;                                                                               
    assign SDA_hw = (SDA)? 1'bz : 0 ;                                                                
    assign SDA_in = SDA_hw;                                                                          
    localparam [5:0]
                   idle = 6'b111100,                                                                 
             start_low  = 6'b111101,
             start_pos  = 6'b111110,
             start_high = 6'b111111,
             start_neg  = 6'b000000,
        eightbit_0_low  = 6'b000001,                                                                 
        eightbit_0_pos  = 6'b000010,                                                                 
        eightbit_0_high = 6'b000011,                                                                 
        eightbit_0_neg  = 6'b000100,                                                                 
        eightbit_1_low  = 6'b000101,
        eightbit_1_pos  = 6'b000110,
        eightbit_1_high = 6'b000111,
        eightbit_1_neg  = 6'b001000,
        eightbit_2_low  = 6'b001001,
        eightbit_2_pos  = 6'b001010,
        eightbit_2_high = 6'b001011,
        eightbit_2_neg  = 6'b001100,
        eightbit_3_low  = 6'b001101,
        eightbit_3_pos  = 6'b001110,
        eightbit_3_high = 6'b001111,
        eightbit_3_neg  = 6'b010000,
        eightbit_4_low  = 6'b010001,
        eightbit_4_pos  = 6'b010010,
        eightbit_4_high = 6'b010011,
        eightbit_4_neg  = 6'b010100,
        eightbit_5_low  = 6'b010101,
        eightbit_5_pos  = 6'b010110,
        eightbit_5_high = 6'b010111,
        eightbit_5_neg  = 6'b011000,
        eightbit_6_low  = 6'b011001,
        eightbit_6_pos  = 6'b011010,
        eightbit_6_high = 6'b011011,
        eightbit_6_neg  = 6'b011100,
        eightbit_7_low  = 6'b011101,
        eightbit_7_pos  = 6'b011110,
        eightbit_7_high = 6'b011111,
        eightbit_7_neg  = 6'b100000,
          ack_nack_low  = 6'b100001,
          ack_nack_pos  = 6'b100010,
          ack_nack_high = 6'b100011,
          ack_nack_neg  = 6'b100100,
              stop_low  = 6'b100101,
              stop_pos  = 6'b100110,
              stop_high = 6'b100111,
              stop_neg  = 6'b101000;
    reg run_minus = 0;                                                                               
    initial state_reg  = idle;
    reg [5:0] state_next = idle;
    always @(posedge clk) state_reg <= (error)? idle : state_next;
    always @*
    begin
        SCL_hw = state_reg[1];                                                                       
        if (state_reg[5:1] == 'b11111) SCL_hw = start_cond_buf;                                      
        if (state_reg[5:1] == 'b10011) SCL_hw =  stop_cond_buf;                                      
    end
    always @*
    begin
        state_next = (state_reg == stop_neg)? idle : state_reg + 1;
        if (state_reg == idle)                                                                       
        begin
            rbyte = rbyte_buf;                                                                       
            if (run == 0)                                                                           
            begin
                run_minus = 0;                                                                       
                state_next = idle;
            end
            else if (run_minus == 0)                                                                 
            begin
                    start_cond_buf = start_cond;                                                     
                     stop_cond_buf = stop_cond;
                   read_nWrite_buf = read_nWrite;
                ack_nack_write_buf = ack_nack_write;
                         wbyte_buf = wbyte;
            end
            else state_next = idle;                                                                  
        end
        else if (state_reg[0] == 1)                                                                  
        begin
            if (state_reg[5] == 0)                                                                   
            begin
                if (state_reg[1])                                                                    
                begin
                    if (read_nWrite_buf)                                                             
                        rbyte_buf[state_reg[4:2]] = SDA_in;                                          
                end
                else                                                                                 
                begin
                    if (!read_nWrite_buf)                                                            
                        SDA = wbyte_buf[state_reg[4:2]];                                             
                    else SDA = 1;                                                                    
                end
            end
            else if (state_reg == start_low)
            begin
                SDA = 1;                                                                             
            end
            else if (state_reg == start_high)
            begin
                SDA = 0;                                                                             
            end
            else if (state_reg ==  stop_low)
            begin
                SDA = 0;                                                                             
            end            
            else if (state_reg == stop_high)
            begin
                SDA = 1;                                                                             
            end
            else if (state_reg == ack_nack_low)
            begin
                if (read_nWrite_buf)                                                                 
                    SDA = !ack_nack_write_buf;                                                       
                else SDA = 1;                                                                        
            end
            else if (state_reg == ack_nack_high)
            begin
                if (!read_nWrite_buf)                                                                
                    begin
                        error = SDA_in;                                                              
                    end
            end
      end
    end
    assign done_nRunning = (state_reg == idle);                                                      
endmodule
==> impl_metrics.csv <==
group,metric,value,unit
worst_hold_path,holdPathStages,1,
worst_setup_path,slowest_stage,"clkdlybuf4s50_1",
clock_network,root_buffer,"clkbuf_8",
power,powerDensity,412.5,nW/um^2
logic_synthesis,yosysMostFrequentCell,"buf_4",
placed_design,port_buffers,10,
sta,unclocked_pins,14,
sta,rsz0062_at_grt,"no",
worst_setup_path,cp_top_family,"buffers and inverters",
sta,finalClockSkew,0.2718,ps
logic_synthesis,ys.flops,23,
logic_synthesis,ys_top_cells_by_count,"18 x buf_4, 13 x nor2_1, 12 x dfxtp_1, 9 x nand2_1, 8 x dlxtn_1",
worst_setup_path,critPathRequiredTime,1200,ps
sta,untimed_endpoints,21,
grt,overflow,0,
worst_hold_path,whs_endpoint,"counter1mhz[0]",
sta,tns,0,ps
logic_synthesis,ys_cells,119,
logic_synthesis,ys_types,33,
route,ant_nets,0,
sta,finalCriticalPeriod,1402,ps
final_layout,stdcell_area,1275,um^2
worst_setup_path,crit_type,"register to primary output",
grt,grt_pass1_wl,3.229,mm
worst_setup_path,crit_path_start_kind,"register",
worst_hold_path,min_from,"counter1mhz[0]",
route,n_antenna_cell,0,
worst_setup_path,cp_max_fo,4,
run,drv_cap,0,
placed_design,gp_congestion,0.7462,
clock_network,clk_pin_slew,40,ps
grt,antenna_found_initial,0,
power,peakVddDrop,0.1355,mV
sta,finalSetupViolations,0,
logic_synthesis,synthTopCellsByArea,"dfxtp_1 23%, buf_4 13%, dlxtn_1 11%",
worst_setup_path,cp.arrival,1100,ps
worst_setup_path,timing.rr.start,"state_reg[1]",
power,leakage,0.0005143,uW
route,vias,732,
logic_synthesis,edf_count,3,
floorplan,die_h,111,um
sta,slew_violations,0,
final_layout,drive_above_1_share,6.015,%
clock_network,clock_latency,230,ps
route,drt_wl_total,1.954,mm
placed_design,placed_area,1215,um^2
sta,max_freq,713.2,MHz
logic_synthesis,async_reset_ff_share,0,%
route,wl_per_cell,8.210,um
floorplan,core,8134,um^2
worst_setup_path,critPathCaptureType,"primary output",
clock_network,ctsLongestPathBuffers,2,
sta,holdWs,474.3,ps
grt,grt_pass1_vias,710,
worst_setup_path,timing.rr.end,"state_reg[2]",
clock_network,cts_buffers,3,
worst_setup_path,critical-path-max-stage-delay,490,ps
worst_setup_path,r2r_slack,230,ps
floorplan,chip_area,12320,um^2
floorplan,row_count,33,
logic_synthesis,synth.top_cell.area_share,22.75,%
floorplan,io_pins,29,
clock_network,cts_tree,"yes",
grt,track_usage,3.023,%
logic_synthesis,largest_area_cell,"dfxtp_1",
route,dr.first_iter.drc_count,25,
worst_hold_path,hold_class,"register to register",
run,warnings,28,
logic_synthesis,syn-mean-instance-area,8.874,um^2
logic_synthesis,syn_area,1056,um^2
logic_synthesis,yosysChipArea,1056,um^2
logic_synthesis,syn_inst,119,
floorplan,die_w,111,um
clock_network,hold_buffers,0,
placed_design,dp_hpwl,1.604,mm
sta,period_used_share,93.48,%
final_layout,syn_to_final_growth,20.73,%
worst_setup_path,crit_chain,"clkdlybuf4s50_1",
power,power,526.0,uW
worst_setup_path,reg2regPathDepth,3,
sta,hold_violations,0,
route,dr.pass1.iters,4,
clock_network,htree_levels,1,
worst_setup_path,cp.depth,1,
worst_setup_path,cp_num_buf_inv,1,
grt,grt_max_degree,9,
logic_synthesis,yosysWarnings,9,
final_layout,fin_util,15.67,%
route,post-route-drc-count,0,
route,vias_per_cell,3.076,
logic_synthesis,ff_type,"dfxtp_1",
floorplan,initCoreUtil,12.98,%
run_status,status,"completed",
-- power by group --
group          internal [uW]  leakage, uW  switching, uW
combinational              0     0.000299           2.70
clock                    184    0.0000228           87.6
sequential               251     0.000193              0
-- worst max-delay path by stage --
stage                         from      endpoint
after CTS             state_reg[0]  state_reg[0]
after global routing  state_reg[0]  state_reg[0]
final                 state_reg[0]  state_reg[0]
-- cells by family (layout without fill, tap and decap cells) --
family	Yosys count	after routing	share of synthesized area, %
xor gates and xnor gates	6	6	4.977
buffers and inverters	27	24	16.11
DFF	15	15	31.28
other	1	18	0.3551
AOI/OAI and AO/OA	18	18	11.97
adders and majority gates	5	5	5.924
latches	8	8	11.37
and+or+nand+nor	39	39	18.01
-- per-layer routing --
metal / vias to the layer above / routed length (um) / global-route usage, %
li1: 385 / - / -
met1: 327 / 892 / 3.590
met2: 18 / 935 / 5.071
met3: 2 / 104 / 1.149
met4: 0 / 21 / 0.6076
met5: - / 0 / 0
-- through the flow --
step           setup WS, ps  instances
6_report              97.83        238
5_1_grt               46.15        238
4_1_cts               83.26        238
3_5_place_dp          231.2        232
3_3_place_gp          245.5        232
2_1_floorplan         331.1        136
-- placed cells by master (no fill, tap or decap), types with 2 or more instances in the layout --
cell	count
dlxtn_1	8
dfxtp_1	12
a21boi_0	2
nand2_1	9
xor2_1	3
nand3_1	4
o21ai_0	6
clkdlybuf4s50_1	10
conb_1	18
nor2b_1	3
xnor2_1	3
buf_4	3
inv_1	7
nor2_1	13
ha_1	5
o311a_1	2
a21oi_1	2
a31oi_1	2
or3_1	2
clkbuf_8	3
edfxtp_1	3
-- final cells by class --
cell class                      instances  area, um^2
Clock buffer                            4       45.04
Fill cell                             884        6859
Inverter                                7       26.28
Multi-Input combinational cell         86       499.2
Sequential cell                        23       450.4
Tap cell                              105       131.4
Timing Repair Buffer                   13       122.6
-- repair_timing --
action,4_1_cts,5_1_grt
resized,0,0
setup endpoints to repair,2,0
buffers inserted,2,0
Power and IR drop assume default switching activity.
